## flow/config.mk

```make
export PLATFORM = sky130hd
export DESIGN_NAME = EX_Pipeline_Reg
export DESIGN_NICKNAME = EX_Pipeline_Reg
export VERILOG_FILES = /design/flow/design.v
export SDC_FILE = /design/flow/constraint.sdc
export NUM_CORES = 4
export LEC_CHECK = 1
export CORE_UTILIZATION = 30
```

## flow/constraint.sdc

```tcl
current_design EX_Pipeline_Reg

set clk_period 1.0
set clk_io_pct 0.2

create_clock -name clk0 -period $clk_period [get_ports {clk}]

set non_clock_inputs [all_inputs -no_clocks]
set_input_delay [expr $clk_period * $clk_io_pct] -clock clk0 $non_clock_inputs
set_output_delay [expr $clk_period * $clk_io_pct] -clock clk0 [all_outputs]
```

## flow/design.v

```verilog
module EX_Pipeline_Reg
(   input                   clk,         
    input                   rst,
    input                   RegWrite_in,
    input                   MemtoReg_in,
    input                   MemRead_in,
    input                   MemWrite_in,
    input           [1:0]   ALUOp_in,
    input                   ALUSrc_in,
    input           [31:0]  data1_in,
    input           [31:0]  data2_in,
    input           [31:0]  immi_in,
    input           [6:0]   funct7_in,
    input           [2:0]   funct3_in,
    input           [4:0]   Rs1_in,
    input           [4:0]   Rs2_in,
    input           [4:0]   Rd_in,
    output  reg             RegWrite_out,
    output  reg             MemtoReg_out,
    output  reg             MemRead_out,
    output  reg             MemWrite_out,
    output  reg     [1:0]   ALUOp_out,
    output  reg             ALUSrc_out,
    output  reg     [31:0]  data1_out,
    output  reg     [31:0]  data2_out,
    output  reg     [31:0]  immi_out,
    output  reg     [9:0]   funct_out,
    output  reg     [4:0]   Rs1_out,
    output  reg     [4:0]   Rs2_out,
    output  reg     [4:0]   Rd_out
);   
always @(posedge clk or negedge rst) begin
    if (~rst) begin
        RegWrite_out        <= 1'b0;
        MemtoReg_out        <= 1'b0;
        MemRead_out         <= 1'b0;
        MemWrite_out        <= 1'b0;
        ALUOp_out           <= 2'b0;
        ALUSrc_out          <= 1'b0;
        data1_out           <= 32'b0;
        data2_out           <= 32'b0;
        immi_out            <= 32'b0;
        funct_out           <= 10'b0;
        Rs1_out             <= 5'b0;
        Rs2_out             <= 5'b0;
        Rd_out  <= 5'b0;
    end else begin
        RegWrite_out        <= RegWrite_in;
        MemtoReg_out        <= MemtoReg_in;
        MemRead_out         <= MemRead_in;
        MemWrite_out        <= MemWrite_in;
        ALUOp_out           <= ALUOp_in;
        ALUSrc_out          <= ALUSrc_in;
        data1_out           <= data1_in;
        data2_out           <= data2_in;
        immi_out            <= immi_in;
        funct_out           <= {funct7_in, funct3_in};
        Rs1_out             <= Rs1_in;
        Rs2_out             <= Rs2_in;
        Rd_out              <= Rd_in;
    end
end
endmodule
```

## flow/run.sh

```bash
#!/bin/bash
# OpenROAD 26Q1-2900-gdf79404cd8, Yosys 0.63+post, stock flow scripts
make -C /OpenROAD-flow-scripts/flow DESIGN_CONFIG=/design/flow/config.mk WORK_HOME=/design/flow/orfs finish
```

==> run notes <==
From the run reports.

- The final critical path takes up 118% of the cycle.
- The detailed-route vias per instance is 3.86.
- The synthesized netlist has a Yosys-reported chip area of 3200 um2.
- The maximum fanout along the worst path is 1.
- The slew at the pin with the worst max-slew slack is 373 ps.
- The initial core utilization is 31.0%.
- The part of the Yosys area used for sequential elements reads 100%.
- The highest-delay cell along the critical path is sky130_fd_sc_hd__dfrtp_1.
- The total number of clock tree sinks is 128.
- The number of H-tree branching levels reads 4.
- Sorting the Yosys area breakdown by cell type puts at the top sky130_fd_sc_hd__dfrtp_1.
- The startpoint type of the worst setup path reads a flop.
- The clock buffer count from CTS is 17.
- The initial antenna violation count is 0.
- Per the post-synthesis report, the number of cells in the design is 128.
- In this run, synthesis inferred 0 flip-flops with an integrated enable.
- The number of slew-limit violations in the final report is 0.
- The endpoint type of the worst setup path reads a primary output.
- Checking hold timing, the worst path is listed with class in -> async.
- The run finished, with violations left.
- Wire segments on met3 add up to 1170 um in the final route.
- The synthesis stats list as the most numerous cell sky130_fd_sc_hd__dfrtp_1.
- The max-capacitance violation count reads 0.
- The standard-cell row count reads 37.
- The warning tally printed by Yosys for this design is 1.
- The antenna cell count is 0.
- Detailed placement ended at an HPWL of 6630 um.
- The violation tally from detailed-route iteration zero reads 39.
- For the completed layout, the total cell area is recorded as 6030 um2.
- The placement-stage worst setup slack reads -18.6 ps.
- By count the netlist is led by sky130_fd_sc_hd__dfrtp_1 (128).
- The number of buffer and inverter instances along the worst setup path is 1.
- The worst pin sits at a relative slew slack of 75.1%.
- The first-pass GRT wire length reads 13100 um.
- After detailed placement, the total cell area comes to 5980 um2.
- The layout contains a multi-input combinational cell count of 0.
- Per STA, the worst path is made up of buf_2.
- The via count of the first global-routing pass came to 2307.
- Of the total power, combinational logic draws 6.2%.
- Among cell families on the critical path, the largest total delay comes from flip-flops.
- The standby leakage power reads 2.85 nW.
- The total global routing overflow is 0.
- The count of filler cells inserted in the layout reads 815.
- The number of register bits inferred by synthesis reads 128.
- The final weighted congestion in routability-driven placement reads 0.771.
- For reference, the most critical setup path is categorized as reg -> out.
- The reported net switching power is 2.47 mW.
- The count of input and output buffers reads 257.
- Total global-route track usage over all layers is 16.7%.
- Once detail routing completed, the nets flagged for antenna violations numbered 0.
- The length of routed wiring on met1 is 3190 um.
- The post-CTS clock slew at the launch and capture registers of the worst setup and hold paths is 60 ps.
- The number of buffers between clock root and the deepest sink is 2.
- The number of remaining DRC errors reads 0.
- The setup TNS is -20120 ps.
- The vertical extent of the die is 105 um.
- For the worst setup path, the data required time is 800 ps.
- For this run, the slowest stage of the critical path takes 360 ps.
- The internal power is 11.0 mW.
- The total wirelength of the detailed-routed design reads 8710 um.
- Subtracting the final worst setup slack from the clock period gives 1180 ps.
- The clock network burns 52.9% of the power.
- The count of TritonRoute iterations in the first routing pass is 4.
- Summing over every cut layer, the via total after detailed routing is 2140.
- The post-synthesis cell count from yosys is 128.
- The fraction of power spent switching nets is 18.4%.
- According to the timing report, the critical path is launched from funct_out[0].
- The number of failing setup endpoints in the final timing report reads 128.
- Across all hold checks on the routed design, the worst slack comes to -300 ps.
- Setup repair after global routing could not meet its margin everywhere.
- The flip-flop cell with the highest count after synthesis reads sky130_fd_sc_hd__dfrtp_1.
- The proportion of netlist area held by the largest area contributor is 100%.
- The layout-stage area growth over the synthesis result reads 88.3%.
- The checks that failed: negative hold slack, negative setup slack.
- The sequential share of power is 40.9%.
- For this sky-water flow run, the detailed-routed wirelength per cell is reported as 15.7 um.
- The mapped netlist covers 3200 um2.
- The chip occupies 11100 um2.
- The distinct cell type count of the synthesized netlist reads 1.
- Averaged over all synthesized cells, the footprint is 25.0 um2.
- The largest vdd supply drop is 1250 uV.
- The cell sitting at the root of the clock tree is a sky130_fd_sc_hd__clkbuf_8.
- The script computed a power per unit cell area of 2230 nW/um2.
- TritonCTS built the clock tree.
- The share of async-settable or async-resettable flops after synthesis reads 100%.
- The share of cells above drive strength 1 is 38.4%.
- For reference, the final report shows the hold violation count at 128.
- The largest net degree at the start of global routing is 70.
- The standard cell core area is 10300 um2.
- The met2 wirelength from detailed routing reads 4230 um.
- The tool warning count reads 29.
- Summing internal, switching and leakage power gives 13.4 mW.
- Routed signal wires occupy layers up through met4.
- The data arrival time of the worst path is 980 ps.
- The synthesis report lists the most area-consuming cells as sky130_fd_sc_hd__dfrtp_1 (100%).
- The critical path in the final layout is reported with a setup slack of -177 ps.
- For this design the top-level I/O count stands at 258.
- Derived from the worst setup path, the maximum achievable clock frequency is 0.849 GHz.
- The combinational gate area reads 0 um2.
- The die span in x is 105 um.
## final cells by class
type	instances	area, um2	area share, %
clock buffers	20	435	7.22
repair buffers	259	1970	32.7
flip-flops and latches	128	3200	53.1
well taps	136	170	2.82
clock inverters	12	253	4.19
## cells by family after synthesis
logic type	synth area share, %
flops	100
## registers in the layout, summed over array words and instances (netlist names)
signal and count:
data1_out 32, data2_out 32, immi_out 32, funct_out 10, Rd_out 5, Rs1_out 5
Rs2_out 5, ALUOp_out 2, ALUSrc_out 1, MemRead_out 1, MemWrite_out 1, MemtoReg_out 1
RegWrite_out 1
## routing by layer
layer  up-vias  track usage [%]
met5         -                0
met2       154             25.9
met4         0             2.31
li1        953                -
met1      1025             22.6
met3         8             8.20
## path summary, 6_finish.rpt
kind	depth (start not counted)	to
worst max-delay path	1	funct_out[0]
worst min-delay path	2	Rd_out[2]
max in group asynchronous	2	immi_out[13]
min in group clk0	1	data2_out[31]
## power groups by stage
stage,Sequential [mW],Combinational [mW],Clock (mW)
after global routing,5.52,0.909,7.51
final,5.50,0.830,7.10
after CTS,5.50,0.857,7.26
## per-stage QoR
stage	util [%]	instances	hold WS (ps)
after CTS	58.4	555	-300
after global routing	58.4	555	-296
after floorplan	-	128	-95.6
final	58.4	555	-300
after global placement	58.0	523	236
after detailed placement	58.0	523	237
## placed cells by master (no fill, tap or decap), drive strengths merged
cell / count
clkbuf: 20
inv: 3
clkinv: 1
clkinvlp: 1
dfrtp: 128
bufinv: 7
clkdlybuf4s50: 128
buf: 131
## timing repair
action / in CTS / in global routing
setup endpoints to repair: 128 / 128
resized: 407 / 0
endpoints found under the hold margin: 128 / 128
buffers inserted: 0 / 0
Power figures rest on the tool's default switching activity, not on a simulated workload.
