**constraint.sdc**
```tcl
current_design branch_predictor

set clk_period 7.6
set clk_io_pct 0.2

create_clock -name clk0 -period $clk_period [get_ports {clk_i}]

set non_clock_inputs [all_inputs -no_clocks]
set_input_delay [expr $clk_period * $clk_io_pct] -clock clk0 $non_clock_inputs
set_output_delay [expr $clk_period * $clk_io_pct] -clock clk0 [all_outputs]
```
**config.mk**
```make
export PLATFORM = sky130hd
export DESIGN_NAME = branch_predictor
export DESIGN_NICKNAME = branch_predictor
export VERILOG_FILES = /design/flow/design.v
export SDC_FILE = /design/flow/constraint.sdc
export NUM_CORES = 4
export LEC_CHECK = 1
export CORE_AREA = 10 10 88 88
export DIE_AREA = 0 0 98 98
```
**run.sh**
```bash
#!/bin/bash
# OpenROAD 26Q1-2900-gdf79404cd8, Yosys 0.63+post, stock flow scripts
make -C /OpenROAD-flow-scripts/flow DESIGN_CONFIG=/design/flow/config.mk WORK_HOME=/design/flow/orfs finish
```
**design.v**
```verilog
module branch_predictor
(
    clk_i, 
    rst_i,
    is_branch,
    result,          
    addr_1,          
    addr_2,          
    predict_o,
    reserved_addr
); 
input           clk_i, rst_i, is_branch, result;
input   [31:0]  addr_1;
input   [31:0]  addr_2;
reg     [1:0]   state;
output          predict_o;
output  [31:0]  reserved_addr;
always@(posedge clk_i or negedge rst_i) begin
    if (~rst_i) begin
        state <= 2'b11;
    end  
    else if (is_branch) begin
        if (result == 1'b1) begin
            state <= (state == 2'b11) ? state : state + 1;
        end
        else begin
            state <= (state == 2'b00) ? state : state - 1;
        end
    end
end
assign predict_o = (state == 2'b00 || state == 2'b01) ? 0 : 1;
assign reserved_addr = (state == 2'b00 || state == 2'b01) ? addr_2 : addr_1 + 32'b00000000000000000000000000000100;
endmodule
```
==> run notes <==
yosys + openroad results -> Max stage delay on crit path=0.71 ns, hpwl dp=4560 um, Bufs on Longest Clock Path=2, Ant. Diodes=0, initial antenna violation count=0, total power=0.527 mW, crit share post-route=76.2%, outcome=complete, no violations, most frequent cells in the layout=clkdlybuf4s50_1, nand2_1, o21ai_0, nand3_1, arrival time worst endpoint=4.27 ns, Core Util at FP=19.6%, hold path start=state[0]$_DFFE_PN1P_, Int Pwr=0.338 mW, most frequent logic cell in the layout=clkdlybuf4s50_1, Hold WC Path Type=reg2reg, Routed WL=5460 um, Root Buffer=clkbuf_8, sequential power share=5.5%, Reg2Reg Depth=6, Row Count=28, GRT Total Usage=10.7%, crit path launch type=input pin, minimum clock period=5.79 ns, cts-stage hold buffer count=0, yosys synthesis chip area=1160 um^2, Worst-path clk slew=0.03 ns, initial detailed-routing violation count=43, fraction of registers with async set/reset=100%, Slew headroom=60.2%, # DRC=0, vias in the first global route=1687, Post-Syn Area=1160 um^2, crit path max fanout=10, DIE AREA=9600 um^2, Layout Utilization=38.1%, clock network power share=7.9%, Reg with most FFs=state, reg-to-reg startpoint=state[1]$_DFFE_PN1P_, TNS Setup=0 ns, Logic pwr share=86.7%, Area Overhead vs Synth=94.2%, worst slack, placed=1.81 ns, cells along the critical path=clkdlybuf4s50_1 > nand4_2 > or4_1 > or4_1 > a31oi_1 > clkdlybuf4s50_1, worst slew pin tran=0.597 ns, H-Tree Depth=1, die span in x=98 um, Worst EP required=6.08 ns, Post-CTS Setup Bufs=0, worst setup margin=1.81 ns, Slowest cell on crit path=or4_1, Placeable Area=5920 um^2, hold depth=1, Worst Skew=0.00259 ns, Tool Warnings=27, Vias=1705, FF-to-FF setup slack=6.16 ns, pin count of the biggest net entering global routing=37, Sw Ratio=35.8%, Die Height=98 um, Final Max Slew Viols=0, clock sink count=2, clk latency late pin=0.21 ns, first-pass iteration count of the detailed router=4, GRT overflow=0, CTS Buf Count=3, unrepaired setup endpoints after global routing=false, TritonCTS clock tree=built, ys flop type=dfstp_2, fraction of layout cells with a size suffix above 1=4.21%, post-DR vias/cell=4.74, crit path kind=in2out, crit end category=primary output, Antenna Violating Nets Remaining=0, Flops after synth=2, warnings from Yosys=1, PortBufs=100, Hold Fails Final Rpt=0, Peak VDD IR=0.114 mV, endpoints failing setup=0, Synth cell types=35, cell resize tally after clock tree synthesis=0, Max Fclk=173 MHz, Final GP Congestion=0.786, reg2reg end=state[1]$_DFFE_PN1P_, Power per Cell Area=234 nW/um^2, Largest regs=state (2), DR WL/cell=15.2 um, Leak=0.780 nW, # IOs=101, first-pass GRT wire length=8800 um, register area share after synthesis=4.53%, number of enable flip-flop cells=0, NetSw=0.189 mW, # Cells Yosys=192, max FFs per register=2, hold endpoint=state[0]$_DFFE_PN1P_, Mean Syn Cell Area=6.05 um^2, Hold Slack=0.508 ns, Max Cap Viol=0, Syn Inst Count=192
how the worst max path moves through the flow:
| stage | start | endpoint | cells after the start |
|---|---|---|---|
| 4_1_cts | addr_1[10] | reserved_addr[29] | 6 |
| 5_1_grt | addr_1[10] | reserved_addr[30] | 6 |
| 6_report | addr_1[10] | reserved_addr[29] | 6 |
layer usage:
metal	global-route usage, %	part of all wire (%)	wire length (um)
met4	0.671	0.57	31
met3	3.34	8.5	465
met1	13.9	45	2440
met2	17.6	46	2520
met5	0	0	0
synthesized netlist by cell type (2+ instances only):
library cell | count | area share [%]
a31oi_1 | 13 | 7.0
and2_1 | 2 | 1.1
and3_1 | 4 | 2.2
and4_1 | 3 | 2.3
clkbuf_1 | 9 | 2.9
dfstp_2 | 2 | 4.5
ha_1 | 4 | 4.3
inv_1 | 5 | 1.6
nand2_1 | 36 | 12
nand2b_1 | 2 | 1.1
nand3_1 | 16 | 6.9
nand4_1 | 6 | 3.2
nor2_1 | 13 | 4.2
nor4_1 | 3 | 1.6
o211ai_1 | 2 | 1.3
o21ai_0 | 21 | 9.1
o31a_1 | 2 | 1.5
o31ai_1 | 7 | 4.5
or3_1 | 5 | 2.7
or4_1 | 11 | 7.1
xnor2_1 | 5 | 3.8
xor2_1 | 8 | 6.0
power groups by stage:
stage / registers, mW / clock network (mW) / logic (mW)
4_1_cts: 0.0291 / 0.0432 / 0.472
5_1_grt: 0.0305 / 0.0441 / 0.521
6_report: 0.0289 / 0.0415 / 0.457
kinds of logic after synthesis:
| logic type | Yosys count | synth area share (%) |
|---|---|---|
| multiplexers | 1 | 0.862 |
| adder cells (fa/ha/maj) | 4 | 4.31 |
| XOR/XNOR | 13 | 9.81 |
| flip-flops | 2 | 4.53 |
| AND-OR/OR-AND | 48 | 25.4 |
| AND/OR/NAND/NOR | 108 | 49.1 |
| buffers and inverters | 16 | 5.93 |
metrics by stage:
stage / instances / area [um^2]
finish: 360 / 2250
global route: 360 / 2250
CTS: 360 / 2250
detailed placement: 357 / 2210
global placement: 357 / 2210
floorplan: 192 / 1160
final cells by class:
cell class / count / area, um^2
Inverter: 5 / 18.8
Tap cell: 75 / 93.8
Fill cell: 649 / 3670
Multi-Input combinational cell: 174 / 1040
Sequential cell: 2 / 52.6
Timing Repair Buffer: 101 / 1010
Clock buffer: 3 / 41.3
worst max-delay path, delay by kind of cell:
kind	cells	cell delay, ns
buffers and inverters	2	1.14
and+or+nand+nor	3	1.42
AOI/OAI and AO/OA	1	0.18
Power and IR drop assume default switching activity.
